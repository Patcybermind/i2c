$ cat run.sh
#!/bin/bash
# OpenROAD 26Q1-2900-gdf79404cd8, Yosys 0.63+post, stock flow scripts
make -C /OpenROAD-flow-scripts/flow DESIGN_CONFIG=/design/flow/config.mk WORK_HOME=/design/flow/orfs finish
$ cat config.mk
export PLATFORM = sky130hd
export DESIGN_NAME = top
export DESIGN_NICKNAME = top
export VERILOG_FILES = /design/flow/design.v
export SDC_FILE = /design/flow/constraint.sdc
export NUM_CORES = 4
export LEC_CHECK = 1
export CORE_UTILIZATION = 30
$ cat constraint.sdc
current_design top

set clk_period 7.6
set clk_io_pct 0.2

create_clock -name clk0 -period $clk_period [get_ports {clk}]

set non_clock_inputs [all_inputs -no_clocks]
set_input_delay [expr $clk_period * $clk_io_pct] -clock clk0 $non_clock_inputs
set_output_delay [expr $clk_period * $clk_io_pct] -clock clk0 [all_outputs]
$ cat design.v
`default_nettype none
module i2c(
 inout i2cSDA,
 output i2cSCL,
 input clk
);
    reg scl = 1;
    wire sclWire;
    assign sclWire = scl;
    wire sdaOutWire;
    reg sdaOutReg = 0;
    assign sdaOutWire = sdaOutReg;
    wire isSendingWire;
    reg isSending = 1;
    assign isSendingWire = isSending;
    assign i2cSDA = (isSendingWire & ~sdaOutWire) ? 1'b0 : 1'bz;
    assign i2cSCL = sclWire;
    reg [23:0] waitBeforeInitCounter = 24'h000000;
    localparam WAIT_BEFORE_INIT = 24'h66FF30;  
    localparam INST_START_TX = 0;
    localparam INST_STOP_TX = 1;
    localparam INST_READ_BYTE = 2;
    localparam INST_WRITE_BYTE = 3;
    localparam STATE_IDLE = 4;
    localparam STATE_DONE = 5;
    localparam STATE_SEND_ACK = 6;
    localparam STATE_RCV_ACK = 7;
    reg [6:0] clockDivider = 0;
    reg [2:0] bitToSend = 0;
    localparam OLED_ADDRESS = 7'h3c;  
    localparam WAIT_FOR_START = 0;
    localparam SEND_INIT = 1;
    localparam SEND_DATA = 2;
    reg [3:0] SEND_DATA_STATE = WAIT_FOR_START;
    reg [1:0] readyToSendByte = 0;
    reg [3:0] sendInitInstructionKeeper = 0;
    reg [3:0] sendDataInstructionKeeper = 0;
    localparam BYTE_ARRAY_SEND_START = 0;
    localparam BYTE_ARRAY_SEND_BYTE = 1;
    localparam BYTE_ARRAY_STOP_TX = 2;
    reg [19:0] testTimer  = 0;
    reg [7:0] byteToSend;
    reg [7:0] dataToSend;
    reg [2:0] state = STATE_IDLE;
    reg complete= 1;  
    reg [7:0] initCode [0:22];  
    initial begin
        initCode[0]  = 8'hAE;
        initCode[1]  = 8'hD5;
        initCode[2]  = 8'h80;
        initCode[3]  = 8'hA8;
        initCode[4]  = 8'h3F;
        initCode[5]  = 8'hD3;
        initCode[6]  = 8'h00;
        initCode[7]  = 8'h40;
        initCode[8]  = 8'h8D;
        initCode[9]  = 8'h14;
        initCode[10] = 8'h20;
        initCode[11] = 8'h00;
        initCode[12] = 8'hA0;
        initCode[13] = 8'hC0;
        initCode[14] = 8'h81;
        initCode[15] = 8'h7F;
        initCode[16] = 8'hD9;
        initCode[17] = 8'hF1;
        initCode[18] = 8'hDB;
        initCode[19] = 8'h40;
        initCode[20] = 8'hA4;
        initCode[21] = 8'hA6;
        initCode[22] = 8'hAF;
    end
    reg hasAddressBeenSent = 0;
    reg hasZeroBeenSent = 0;
    reg has40BeenSent = 0;
    reg hasDataBeenSent = 0;
    reg [7:0] initCodeIndex = 0;
    always @(posedge clk) begin
    case (state)
        STATE_IDLE: begin  
            complete <= 0;  
            clockDivider <= 0;
            bitToSend <= 0;
        end
        INST_START_TX: begin  
            isSending <= 1;
            clockDivider <= clockDivider + 1;
            if (clockDivider[6:5] == 2'b00) begin
                scl <= 1;
                sdaOutReg <= 1;
            end else if (clockDivider[6:5] == 2'b01) begin
                sdaOutReg <= 0;
            end else if (clockDivider[6:5] == 2'b10) begin
                scl <= 0;
            end else if (clockDivider[6:5] == 2'b11) begin
                state <= STATE_DONE;
            end
        end
        INST_STOP_TX: begin  
            isSending <= 1;
            clockDivider <= clockDivider + 1;
            if (clockDivider[6:5] == 2'b00) begin
                scl <= 0;
                sdaOutReg <= 0;
            end else if (clockDivider[6:5] == 2'b01) begin
                scl <= 1;
            end else if (clockDivider[6:5] == 2'b10) begin
                sdaOutReg <= 1;
            end else if (clockDivider[6:5] == 2'b11) begin
                state <= STATE_DONE;
            end
        end
        INST_WRITE_BYTE: begin  
            isSending <= 1;
            clockDivider <= clockDivider + 1;
            sdaOutReg <= byteToSend[3'd7-bitToSend] ? 1'b1 : 1'b0;
            if (clockDivider[6:5] == 2'b00) begin
                scl <= 0;
            end else if (clockDivider[6:5] == 2'b01) begin
                scl <= 1;
            end else if (clockDivider == 7'b1111111) begin
                bitToSend <= bitToSend + 1;
                if (bitToSend == 3'b111) begin
                    state <= STATE_RCV_ACK;
                end
            end else if (clockDivider[6:5] == 2'b11) begin
                scl <= 0;
            end
        end
        STATE_RCV_ACK: begin  
           isSending <= 0;
           clockDivider <= clockDivider + 1;
           if (clockDivider[6:5] == 2'b01) begin
               scl <= 1;
           end else if (clockDivider == 7'b1111111) begin
               state <= STATE_DONE;
           end else if (clockDivider[6:5] == 2'b11) begin
               scl <= 0;
           end
        end
        STATE_DONE: begin  
            complete <= 1;
            state <= STATE_IDLE;
        end
        default: begin
            state <= STATE_IDLE;
        end
    endcase
    case (SEND_DATA_STATE)
        WAIT_FOR_START: begin
            sendInitInstructionKeeper <= 0;
        end
        SEND_INIT: begin
            if (sendInitInstructionKeeper == BYTE_ARRAY_SEND_START && complete == 1) begin 
            hasAddressBeenSent <= 0;
            hasZeroBeenSent <= 0;
            initCodeIndex <= 0;
            isSending <= 1;
            state <= INST_START_TX;
            sendInitInstructionKeeper <= BYTE_ARRAY_SEND_BYTE;
            end else if (sendInitInstructionKeeper == BYTE_ARRAY_SEND_BYTE && complete == 1) begin
            if (hasAddressBeenSent == 0) begin
                byteToSend <= {OLED_ADDRESS, 1'b0};  
                hasAddressBeenSent <= 1;
                state <= INST_WRITE_BYTE;
            end else if (hasZeroBeenSent == 0) begin
                byteToSend <= {8'h00};  
                hasZeroBeenSent <= 1;
                state <= INST_WRITE_BYTE;
            end else if (initCodeIndex == 8'd23) begin  
                state <= INST_STOP_TX;
                initCodeIndex <= 0;
                complete <= 0;
                sendInitInstructionKeeper <= BYTE_ARRAY_STOP_TX;
                hasAddressBeenSent <= 0;
                hasZeroBeenSent <= 0;
                SEND_DATA_STATE <= WAIT_FOR_START;
            end else begin
                byteToSend <= initCode[initCodeIndex];
                initCodeIndex <= initCodeIndex + 1;
                state <= INST_WRITE_BYTE;
            end
            sendInitInstructionKeeper <= BYTE_ARRAY_SEND_BYTE;
            end
        end
        SEND_DATA: begin  
            if (sendDataInstructionKeeper == BYTE_ARRAY_SEND_START && complete == 1) begin 
            hasAddressBeenSent <= 0;
            has40BeenSent <= 0;
            hasDataBeenSent <= 0;
            isSending <= 1;
            state <= INST_START_TX;
            sendDataInstructionKeeper <= BYTE_ARRAY_SEND_BYTE;
            end else if (sendDataInstructionKeeper == BYTE_ARRAY_SEND_BYTE && complete == 1) begin
            if (hasAddressBeenSent == 0) begin
                byteToSend <= {OLED_ADDRESS, 1'b0};  
                hasAddressBeenSent <= 1;
                state <= INST_WRITE_BYTE;
            end else if (has40BeenSent == 0) begin
                byteToSend <= {8'h40};  
                has40BeenSent <= 1;
                state <= INST_WRITE_BYTE;
            end else if (hasDataBeenSent == 0) begin  
                state <= INST_WRITE_BYTE;
                byteToSend <= dataToSend;  
                hasDataBeenSent <= 1;
            end else if (has40BeenSent && hasAddressBeenSent && hasDataBeenSent) begin
                state <= INST_STOP_TX;
                complete <= 0;
                sendDataInstructionKeeper <= BYTE_ARRAY_STOP_TX;
                hasAddressBeenSent <= 0;
                has40BeenSent <= 0;
                hasDataBeenSent <= 0;
                SEND_DATA_STATE <= WAIT_FOR_START;
            end
            end
        end
        default: begin
            SEND_DATA_STATE <= WAIT_FOR_START;
        end
    endcase
    if (waitBeforeInitCounter == WAIT_BEFORE_INIT) begin
        SEND_DATA_STATE <= SEND_INIT;
        complete <= 1;
        waitBeforeInitCounter <= waitBeforeInitCounter + 9;  
    end else if (waitBeforeInitCounter < WAIT_BEFORE_INIT) begin
        waitBeforeInitCounter <= waitBeforeInitCounter + 1;
    end else if (waitBeforeInitCounter > WAIT_BEFORE_INIT) begin  
        testTimer <= testTimer + 1;
        if (testTimer == 16'hFFFF) begin  
            testTimer <= 0;
            SEND_DATA_STATE <= SEND_DATA;
            complete <= 1;
            dataToSend <= 8'hF0;  
            sendDataInstructionKeeper <= BYTE_ARRAY_SEND_START;
        end
    end
    end
endmodule
`default_nettype none
module top(
    inout i2cSDA,
    output i2cSCL,
    input clk
);
    i2c i2c_instance (
        .i2cSDA(i2cSDA),
        .i2cSCL(i2cSCL),
        .clk(clk)
    );
endmodule
==> deck_impl_summary.md <==
Flow Results at a Glance

CTS
  – TritonCTS Buffers: 9
  – Clock Latency Late Sink: 0.33 ns
  – CTS Sinks: 80
  – Worst-path clk slew: 0.06 ns
  – CTS-repair resized insts: 0
  – Hold-fix buffers, CTS: 0
  – H-Tree Depth: 3
  – Post-CTS Setup Bufs: 0
  – CTS root buf: clkbuf_16
  – CTS tree: done
  – CTS Buffer Depth: 2

Yosys
  – Mapped cell area: 4140 µm²
  – Yosys top cell by instances: edfxtp_1
  – Warnings, synthesis: 2
  – Most frequent cells after synthesis: edfxtp_1 (68), nand2_1 (36), nor2_1 (33), xnor2_1 (28), nand3_1 (20)
  – Ys flop type: edfxtp_1
  – Ys cells: 364
  – Top cells by area: edfxtp_1 (49%), xnor2_1 (5.9%), dfxtp_1 (5.8%), xor2_1 (4.0%), nand2_1 (3.3%)
  – Post-synth EDFFs: 68
  – Asr flop ratio synth: 0%
  – Post-synthesis sequential area ratio: 55.1%
  – Mapped Cells: 364
  – Syn Area/Cell: 11.4 µm²
  – Yosys cell types: 59
  – Area leader, netlist: edfxtp_1
  – Flops after synth: 80
  – Yosys stat chip area: 4140 µm²
  – Share of the synthesized area in the top cell type: 49.3%

Worst setup path
  – Worst setup endpoint: i2c_instance.waitBeforeInitCounter[22]
  – Worst path required time: 7.68 ns
  – Crit Path Category: flop to flop
  – CP Capture Type: flop
  – Reg-to-Reg End: i2c_instance.waitBeforeInitCounter[22]
  – CP startpoint: i2c_instance.waitBeforeInitCounter[12]
  – Crit start category: flop
  – CP arrival: 2.96 ns
  – FF-to-FF Start: i2c_instance.waitBeforeInitCounter[12]
  – Reg2Reg Setup Slack: 4.72 ns
  – CP Max Fanout: 6
  – Reg2Reg Depth: 9

Pwr
  – Maximum VDD drop: 0.000113 V
  – Pwr Density: 191 nW/µm²
  – PnR Total Power: 0.000889 W
  – LEAKAGE: 1.74 nW

Placement
  – Placed cell area: 4370 µm²
  – Dpl hpwl: 4.66 mm
  – GPL Wtd Cong: 0.826
  – Setup WS pre-CTS: 4.73 ns
  – Port-buffer cells: 1

Timing
  – F_max: 0.347 GHz
  – RSZ-0062 raised after global routing: false
  – Setup Skew: 0.00785 ns
  – Slew headroom: 44.7%
  – Final setup fails: 0
  – Setup tns final: 0 ns
  – Pins Over Slew Limit: 0
  – Worst Tran Pin Value: 0.829 ns
  – Final hold violations: 0
  – Period Utilization, post-route: 37.9%
  – Min Tclk post-route: 2.88 ns
  – Fin worst setup slack: 4.72 ns

Global route
  – GRT busiest layer: met1
  – GRT Util Overall: 10.4%
  – Grt met3 use: 1.66%
  – Initial antenna violation count: 0
  – Met1 usage: 17.5%
  – Largest net degree at the start of global routing: 25
  – First-pass GRT wire length: 11.9 mm
  – Grt met2 use: 14.9%
  – Vias in the first global route: 2,567
  – Gr ovfl total: 0

Die
  – FP Util: 31.0%
  – Die area: 14,300 µm²
  – Cell Rows: 42
  – Die H: 119 µm
  – Core area: 13,300 µm²
  – Die W: 119 µm
  – IO Pins: 3

Hold path
  – Hold Path Class: flop to flop
  – Worst hold stages: 1

Drt
  – Vias per cell: 4.87
  – WL final: 6.87 mm
  – Vias: 2,703
  – WL per Instance: 12.4 µm
  – DRT Pass-1 Iters: 4
  – Antenna Cells: 0
  – Number of routed nets with antenna violations: 0
  – 1st-iter DRT viols: 109
  – Drc violations: 0

Final layout
  – Storage cell area: 2280 µm²
  – Comb. cell area: 1790 µm²
  – Fraction of layout cells with a size suffix above 1: 10.3%
  – Synthesis-to-finish area growth: 12.5%
  – Fin area: 4660 µm²
  – Util after Layout: 34.9%
  – # fillers: 1,317

Run status
  – Outcome: complete, no violations

Job
  – Tool Warnings: 26
  – Max-cap violations: 0
through the flow:
step,instances,hold slack (ns)
finish,555,0.499
global route,555,0.519
CTS,555,0.503
detailed placement,539,0.494
global placement,539,0.486
floorplan,366,0.476
placed cells by master (no fill, tap or decap), types with 3 or more instances in the layout:
| cell | count |
|---|---|
| a21boi_0 | 6 |
| a21oi_1 | 13 |
| a31oi_1 | 4 |
| and2_1 | 5 |
| and3_1 | 7 |
| and4_1 | 7 |
| clkbuf_16 | 9 |
| clkinv_2 | 3 |
| conb_1 | 3 |
| dfxtp_1 | 12 |
| edfxtp_1 | 68 |
| ha_1 | 8 |
| inv_1 | 12 |
| nand2_1 | 36 |
| nand2b_1 | 3 |
| nand3_1 | 20 |
| nand4_1 | 14 |
| nor2_1 | 33 |
| nor2b_1 | 3 |
| nor3_1 | 6 |
| o21ai_0 | 7 |
| or3_1 | 3 |
| xnor2_1 | 28 |
| xor2_1 | 19 |
worst min-delay path by stage:
stage,to,start,slack [ns]
CTS,i2c_instance.sendDataInstructionKeeper[2],i2c_instance.sendDataInstructionKeeper[2],0.50
global route,i2c_instance.sendDataInstructionKeeper[3],i2c_instance.sendDataInstructionKeeper[3],0.52
finish,i2c_instance.sendDataInstructionKeeper[3],i2c_instance.sendDataInstructionKeeper[3],0.50
kinds of logic (layout without fill, tap and decap cells):
logic type / Yosys count / count (layout) / share of synthesized area, %
DFF: 80 / 80 / 55.1
xor gates and xnor gates: 48 / 48 / 10.3
buffers and inverters: 18 / 31 / 1.72
adders and majority gates: 8 / 8 / 2.42
and+or+nand+nor: 162 / 162 / 22.3
muxes: 3 / 3 / 0.756
other: 1 / 3 / 0.0906
AOI/OAI and AO/OA: 44 / 44 / 7.28
per-layer routing:
metal / vias to the layer above / wire, µm
li1: 1364 / -
met1: 1286 / 3550
met2: 41 / 2980
met3: 12 / 222
met4: 0 / 121
met5: - / 0
power breakdown:
part	internal (W)	switching (W)	leakage, nW
Combinational	0.000000291	0.000000534	0.728
Clock	0.000252	0.000165	0.138
Sequential	0.000470	0.000000689	0.876
Total	0.000722	0.000166	1.74
layout make-up:
cell class                      instances  area share (%)
Inverter                               12           0.967
Tap cell                              176            4.73
Clock buffer                           10            4.92
Sequential cell                        80            49.0
Clock inverter                          6            1.29
Multi-Input combinational cell        268            38.5
Timing Repair Buffer                    3           0.537
critical path: stages, from the launching register on:
cell and delay, ns:
edfxtp_1 0.42, nand4_1 0.18, nor4_1 0.40, nand3_1 0.17
inv_1 0.11, ha_1 0.18, a31oi_1 0.19, nor3_1 0.61
nand4_1 0.20, xnor2_1 0.16
sequential cells by signal, summed over array words and instances, names as in the netlist:
| name | count |
|---|---|
| i2c_instance.SEND_DATA_STATE | 4 |
| i2c_instance.waitBeforeInitCounter | 24 |
| i2c_instance.clockDivider | 7 |
| i2c_instance.testTimer | 20 |
| i2c_instance.scl | 1 |
| i2c_instance.bitToSend | 3 |
| i2c_instance.complete | 1 |
| i2c_instance.hasDataBeenSent | 1 |
| i2c_instance.state | 3 |
| i2c_instance.has40BeenSent | 1 |
| i2c_instance.hasAddressBeenSent | 1 |
| i2c_instance.hasZeroBeenSent | 1 |
| i2c_instance.sendInitInstructionKeeper | 1 |
| i2c_instance.initCodeIndex | 8 |
| i2c_instance.sendDataInstructionKeeper | 4 |
No activity file was given, so power comes from the tool's default toggle rates.
